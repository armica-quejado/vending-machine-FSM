==> flow/design.v <==
`timescale 1ns / 1ps
module univ_sseg(
    input [13:0] cnt1,
    input [6:0] cnt2,
    input valid,
    input dp_en,
    input [1:0] dp_sel,
    input [1:0] mod_sel,
    input sign,
    input clk,
    output reg [7:0] ssegs,
    output reg [3:0] disp_en
    );
    wire [3:0] c1_d3;   
    wire [3:0] c1_d2;
    wire [3:0] c1_d1;
    wire [3:0] c1_d0;
    wire [3:0] c2_d1;    
    wire [3:0] c2_d0;
    reg [3:0] A_1000_digit;  
    reg [3:0] B_100_digit;
    reg [3:0] C_10_digit;
    reg [3:0] D_1_digit;
    reg [3:0] final_BCD;
    reg [1:0] m_cnt;         
    reg [7:0] seg_val;       
    cnt_convert_14b CC_14(cnt1, mod_sel, c1_d3, c1_d2, c1_d1, c1_d0);
    cnt_convert_7b CC_7(cnt2, c2_d1, c2_d0);
    clk_divder CLK_DIV (clk,sclk);
    always @ (sign,mod_sel,c1_d1,c1_d3)
        begin
            case ({sign,mod_sel})
            0: A_1000_digit = 'hF;
            1: A_1000_digit = c1_d1;
            2: A_1000_digit = c1_d3;
            3: A_1000_digit = 0;
            4: A_1000_digit = 'hA;   
            5: A_1000_digit = c1_d1;
            6: A_1000_digit = c1_d3;
            7: A_1000_digit = 0;
            default A_1000_digit = 'hA;
        endcase
    end
    always @ (mod_sel,c1_d2,c1_d0)
        begin
            case (mod_sel)
            0: B_100_digit = c1_d2;
            1: B_100_digit = c1_d0;
            2: B_100_digit = c1_d2;
            3: B_100_digit = 0;
            default B_100_digit = 0;
      endcase
    end
    always @ (mod_sel,c1_d1,c2_d1)
        begin
            case (mod_sel)
            0: C_10_digit = c1_d1;
            1: C_10_digit = c2_d1;
            2: C_10_digit = c1_d1;
            3: C_10_digit = 0;
            default C_10_digit = 0;
        endcase
    end
    always @ (mod_sel,c1_d0,c2_d0)
        begin
            case (mod_sel)
            0: D_1_digit = c1_d0;
            1: D_1_digit = c2_d0;
            2: D_1_digit = c1_d0;
            3: D_1_digit = 0;
            default D_1_digit = 0;
        endcase
    end
    always @ (m_cnt, A_1000_digit, B_100_digit, C_10_digit, D_1_digit)
        begin
            case (m_cnt)
            3: final_BCD = D_1_digit;
            2: final_BCD = C_10_digit;
            1: final_BCD = B_100_digit;
            0: final_BCD = A_1000_digit;
            default final_BCD = 0;
        endcase
    end
    always @ (m_cnt)
        begin
            case (m_cnt)
            0: disp_en = 4'b1110;
            1: disp_en = 4'b1101;
            2: disp_en = 4'b1011;
            3: disp_en = 4'b0111;
            default disp_en = 0;
        endcase
    end
    always @ (final_BCD)
        begin
            case (final_BCD)
            0: seg_val  = 'h03;   
            1: seg_val  = 'h9F;   
            2: seg_val  = 'h25;   
            3: seg_val  = 'h0D;
            4: seg_val  = 'h99;
            5: seg_val  = 'h49;
            6: seg_val  = 'h41;
            7: seg_val  = 'h1F;
            8: seg_val  = 'h01;
            9: seg_val  = 'h09;
            10: seg_val = 'hFD;    
            15: seg_val = 'hFF;    
            default seg_val = 0;
        endcase
    end
    always @ (dp_sel, m_cnt, dp_en, seg_val, valid)
        begin
            if (valid == 0)      
            ssegs = 'hFD;
            else
        begin
            if (dp_sel == m_cnt)
            ssegs = {seg_val[7:1],~dp_en};
            else
            ssegs = seg_val;
            end
        end
        always @ (posedge sclk)
            begin
                m_cnt <= m_cnt + 1'b1;
            end
    endmodule
    module clk_divder(clockin, clockout);
    input clockin;
    output wire clockout;
    parameter n = 13;
    reg [n:0] count;
    always@(posedge clockin)
        begin
            count <= count + 1;
        end
    assign clockout = count[n];
    endmodule
    module cnt_convert_14b(
    input [13:0] cnt,
    input [1:0] sel,
    output reg [3:0] c1_d3,
    output reg [3:0] c1_d2,
    output reg [3:0] c1_d1,
    output reg [3:0] c1_d0
    );
    reg [13:0] cnt_new;       
    reg [13:0] cnt_new_w;     
    reg [3:0] d3;      
    reg [3:0] d2;      
    reg [3:0] d1;      
    reg [3:0] d0;      
    always @ (cnt,sel)
    case(sel)
    0: cnt_new = {6'b000000,cnt[7:0]};    
    1: cnt_new = {7'b00000000,cnt[6:0]};  
    2: cnt_new = cnt;                     
    3: cnt_new = cnt;                     
    default cnt_new = cnt;
    endcase
    always @ (cnt_new)
    begin
    d3=0;  d2=0;  d1=0;  d0=0;     
    cnt_new_w = cnt_new;           
    if      (cnt_new_w > 8999) begin   d3=9;   cnt_new_w = cnt_new_w - 
    9000;  end
    else if (cnt_new_w > 7999) begin   d3=8;   cnt_new_w = cnt_new_w - 
    8000;  end
    else if (cnt_new_w > 6999) begin   d3=7;   cnt_new_w = cnt_new_w - 
    7000;  end
    else if (cnt_new_w > 5999) begin   d3=6;   cnt_new_w = cnt_new_w - 
    6000;  end
    else if (cnt_new_w > 4999) begin   d3=5;   cnt_new_w = cnt_new_w - 
    5000;  end
    else if (cnt_new_w > 3999) begin   d3=4;   cnt_new_w = cnt_new_w - 
    4000;  end
    else if (cnt_new_w > 2999) begin   d3=3;   cnt_new_w = cnt_new_w - 
    3000;  end
    else if (cnt_new_w > 1999) begin   d3=2;   cnt_new_w = cnt_new_w - 
    2000;  end
    else if (cnt_new_w > 999)  begin   d3=1;   cnt_new_w = cnt_new_w - 
    1000;  end
    else                       begin   d3=0;   end
    if      (cnt_new_w > 899) begin   d2=9;   cnt_new_w = cnt_new_w - 
    900;  end
    else if (cnt_new_w > 799) begin   d2=8;   cnt_new_w = cnt_new_w - 
    800;  end
    else if (cnt_new_w > 699) begin   d2=7;   cnt_new_w = cnt_new_w - 
    700;  end
    else if (cnt_new_w > 599) begin   d2=6;   cnt_new_w = cnt_new_w - 
    600;  end
    else if (cnt_new_w > 499) begin   d2=5;   cnt_new_w = cnt_new_w - 
    500;  end
    else if (cnt_new_w > 399) begin   d2=4;   cnt_new_w = cnt_new_w - 
    400;  end
    else if (cnt_new_w > 299) begin   d2=3;   cnt_new_w = cnt_new_w - 
    300;  end
    else if (cnt_new_w > 199) begin   d2=2;   cnt_new_w = cnt_new_w - 
    200;  end
    else if (cnt_new_w > 99)  begin   d2=1;   cnt_new_w = cnt_new_w - 
    100;  end
    else                      begin   d2=0;   end
    if      (cnt_new_w > 89) begin   d1=9;   cnt_new_w = cnt_new_w - 
    90;  end
    else if (cnt_new_w > 79) begin   d1=8;   cnt_new_w = cnt_new_w - 
    80;  end
    else if (cnt_new_w > 69) begin   d1=7;   cnt_new_w = cnt_new_w - 
    70;  end
    else if (cnt_new_w > 59) begin   d1=6;   cnt_new_w = cnt_new_w - 
    60;  end
    else if (cnt_new_w > 49) begin   d1=5;   cnt_new_w = cnt_new_w - 
    50;  end
    else if (cnt_new_w > 39) begin   d1=4;   cnt_new_w = cnt_new_w - 
    40;  end
    else if (cnt_new_w > 29) begin   d1=3;   cnt_new_w = cnt_new_w - 
    30;  end
    else if (cnt_new_w > 19) begin   d1=2;   cnt_new_w = cnt_new_w - 
    20;  end
    else if (cnt_new_w > 9)  begin   d1=1;   cnt_new_w = cnt_new_w - 
    10;  end
    else                     begin   d1=0;   end
    d0 = cnt_new_w[3:0];
    end
    always @ (cnt_new, d3,d2,d1,d0)
    begin
    if (cnt_new < 1000)  
    c1_d3 = 'hF;
    else
    c1_d3 = d3;
    if (cnt_new < 100)   
    c1_d2 = 'hF;
    else
    c1_d2 = d2;
    if (cnt_new < 10)   
    c1_d1 = 'hF;
    else
    c1_d1 = d1;
    c1_d0 = d0;         
    end
    endmodule
    module cnt_convert_7b(
    input [6:0] cnt,
    output reg [3:0] c2_d1,
    output reg [3:0] c2_d0
    );
    reg [7:0] cnt_new;       
    reg [7:0] cnt_new_w;     
    reg [3:0] d1;      
    reg [3:0] d0;      
    always @ (cnt_new)
    begin
    d1=0;  d0=0;
    cnt_new_w = cnt;
    if      (cnt_new_w > 89) begin   d1=9;   cnt_new_w = cnt_new_w - 
    90;  end
    else if (cnt_new_w > 79) begin   d1=8;   cnt_new_w = cnt_new_w - 
    80;  end
    else if (cnt_new_w > 69) begin   d1=7;   cnt_new_w = cnt_new_w - 
    70;  end
    else if (cnt_new_w > 59) begin   d1=6;   cnt_new_w = cnt_new_w - 
    60;  end
    else if (cnt_new_w > 49) begin   d1=5;   cnt_new_w = cnt_new_w - 
    50;  end
    else if (cnt_new_w > 39) begin   d1=4;   cnt_new_w = cnt_new_w - 
    40;  end
    else if (cnt_new_w > 29) begin   d1=3;   cnt_new_w = cnt_new_w - 
    30;  end
    else if (cnt_new_w > 19) begin   d1=2;   cnt_new_w = cnt_new_w - 
    20;  end
    else if (cnt_new_w > 9)  begin   d1=1;   cnt_new_w = cnt_new_w - 
    10;  end
    else                     begin   d1=0;   end
    d0 = cnt_new_w[3:0];
    end
    always @ (cnt, d1, d0)
        begin
            if (cnt < 10)   
            c2_d1 = 'hF;
        else
            c2_d1 = d1;
            c2_d0 = d0;        
        end
    endmodule
==> flow/run.sh <==
#!/bin/bash
# OpenROAD 26Q1-2900-gdf79404cd8, Yosys 0.63+post, stock flow scripts
make -C /OpenROAD-flow-scripts/flow DESIGN_CONFIG=/design/flow/config.mk WORK_HOME=/design/flow/orfs finish
==> flow/config.mk <==
export PLATFORM = sky130hd
export DESIGN_NAME = univ_sseg
export DESIGN_NICKNAME = univ_sseg
export VERILOG_FILES = /design/flow/design.v
export SDC_FILE = /design/flow/constraint.sdc
export NUM_CORES = 4
export LEC_CHECK = 1
export CORE_UTILIZATION = 40
==> flow/constraint.sdc <==
current_design univ_sseg

set clk_period 18.5
set clk_io_pct 0.2

create_clock -name clk0 -period $clk_period [get_ports {clk}]

set non_clock_inputs [all_inputs -no_clocks]
set_input_delay [expr $clk_period * $clk_io_pct] -clock clk0 $non_clock_inputs
set_output_delay [expr $clk_period * $clk_io_pct] -clock clk0 [all_outputs]
==> Slide: Implementation Results <==
Run Summary

Outcome
  • Status: finished clean

Floorplanning
  • Io pins: 41
  • Row cnt: 47
  • Initial Util: 0.414
  • Die Y: 134 microns
  • DIE WIDTH: 134 microns
  • Core area: 16800 sq um
  • Chip area: 17900 sq um

Clocking
  • H-tree levels: 1
  • Clk buf depth: 2
  • Post-CTS resize count: 0
  • Setup Buffers After CTS: 0
  • TritonCTS clock tree: built
  • CTS Root Cell: clkbuf_16
  • Hold_buf cts: 0
  • Clock Pin Slew Worst Setup and Hold Paths: 40 ps
  • Cts bufs inserted: 3
  • Worst skew pair latency: 240 ps

Worst setup path
  • CP Buf/Inv Count: 6
  • Slowest-stage cell, CP: clkdlybuf4s50_1
  • CP endpoint kind: output pin
  • Critical path type: primary input to output pin
  • Reg2reg path depth: 6
  • Worst R2R End: CLK_DIV.count[13]$_DFF_P_
  • CP delay by family, top: AND-OR/OR-AND gates
  • Most used cell along the critical path: and3_1
  • Flop2flop setup slack: 17110 ps
  • Crit path launch: mod_sel[0]
  • WP data arrival: 13810 ps
  • Max incr delay on CP: 670 ps
  • CP required: 14800 ps
  • Startpoint types: primary input
  • Reg-to-Reg Start: CLK_DIV.count[2]$_DFF_P_
  • Critical path fanouts, max: 17

Power
  • Leakage: 0.00271 uW
  • Total Power: 407 uW
  • Pint: 175 uW
  • Peak supply drop: 0.0596 mV
  • Seq pwr share: 0.074
  • Power Dens Cells: 54.4 nW/um^2
  • Clock share of power: 0.095
  • Sw Ratio: 0.569
  • Combinational Power Share: 0.831
  • Psw: 232 uW

Cells and area
  • Final core occ: 0.447
  • Layout Cells excl Fill: 1228
  • P&R area growth vs syn: 7.95%
  • Fraction of layout cells with a size suffix above 1: 0.0754

Synthesis
  • Syn. warnings: 5
  • Top logic family: AND-OR/OR-AND gates
  • Max-area cell share: 0.110
  • Top FF cell, synth: dfxtp_1
  • Post-Synthesis Cell Area: 6940 sq um
  • Sequential share of the synthesized area: 0.0462
  • Top cells by area, synth: ha_1, nand2_1, a21oi_1
  • Synth Area in Compound Gates: 0.421
  • Async S/R FF share, synth: 0
  • Synth mux share: 0.0256
  • Post-Synth XOR/XNOR Area: 0.0429
  • Yosys cell types: 104
  • Ys cells: 1012
  • Leading area contributor after synthesis: ha_1
  • Simple-Gate Area Share: 0.290
  • Mean post-synth cell area: 6.85 sq um
  • Ys flops: 16
  • Yosys synthesis chip area: 6940 sq um
  • Adder Share, Synth: 0.110
  • Synth Instances: 1012
  • EDFF count, synth: 0

Worst hold path
  • Hold Path Origin: CLK_DIV.count[0]$_DFF_P_
  • Hold Path End: CLK_DIV.count[0]$_DFF_P_
  • Worst Hold Depth: 1
  • Hold Path Class: register to register

Final timing
  • Setup TNS: 0 ps
  • Slew @ Worst Pin: 793 ps
  • RSZ-0062 raised after global routing: no
  • Tcrit/Tclk final: 0.947
  • Final hold vios: 0
  • Fin. max-slew vios: 0
  • Fmax: 0.0571 GHz
  • Final setup fails: 0
  • Register pins left without a clock: 2
  • Max_slew headroom: 0.466
  • Clock period minus final worst setup slack: 17510 ps
  • Number of unconstrained endpoints: 6
  • Skew final: 1.63 ps

Placement
  • Port buffer count: 40
  • Inst Count DP: 1225
  • HPWL after detailed placement: 19700 microns
  • Gpl congestion: 1.04

GRT
  • Initial antenna violation count: 0
  • First-pass GRT wire length: 40300 microns
  • Largest net degree at the start of global routing: 29
  • GRT Util Overall: 0.284
  • GRT Residual Overflow: 0
  • Vias in the first global route: 7330

Route
  • TritonRoute pass-1 iters: 6
  • Average wire per standard cell: 20.6 microns
  • Drt drc: 0
  • Final WL: 25300 microns
  • DR vias: 8268
  • DR iter-0 viols: 1029
  • Routed Antenna Nets: 0
  • Antenna diode count: 0
  • Vias per cell: 6.73

Job
  • Number of OpenROAD warnings: 71
  • # Max-Cap Violations: 0
## worst max path at each step
| stage | to | slack [ps] | depth (start not counted) |
|---|---|---|---|
| finish | ssegs[0] | 990 | 35 |
| global route | ssegs[0] | 330 | 35 |
| CTS | ssegs[0] | 1220 | 35 |
## power groups by stage
stage                 combinational [uW]  sequential (uW)  clock [uW]
final                                338             30.3        38.7
after CTS                            329             30.3        39.3
after global routing                 367             30.2        41.3
## through the flow
stage / hold slack [ps] / area [sq um] / worst slack (ps)
2_1_floorplan: 383 / 6940 / 3590
4_1_cts: 409 / 7490 / 1220
3_3_place_gp: 394 / 7410 / 1400
5_1_grt: 431 / 7490 / 335
3_5_place_dp: 399 / 7410 / 1240
6_report: 409 / 7490 / 988
## cell families (layout without fill, tap and decap cells)
logic type	after synthesis	after routing
buffers and inverters	103	99
xor gates and xnor gates	34	34
muxes	17	17
adders and majority gates	61	61
and+or+nand+nor	384	384
DFF	16	16
AOI/OAI and AO/OA	397	397
## worst reg2reg max path: stages (launching register included)
cell,delay [ps]
dfxtp_1,380
nand3_1,110
nor2_1,170
nand2_1,80
nor2_1,260
nand4_1,150
xnor2_1,140
## flip-flops by register name, summed over array words and instances, names as in the netlist
signal         flops
CLK_DIV.count     14
m_cnt              2
## cell type report
type                       count  area (sq um)
fill                        1707          9270
multi-input combinational    893          6170
timing repair buffer          51           483
sequential                    16           320
tap                          220           275
inverter                      45           169
clock buffer                   3          75.1
## metal layers
metal,part of all wire,track usage,vias up
li1,-,-,3899
met1,0.46,0.438,3841
met2,0.41,0.403,469
met3,0.097,0.0443,59
met4,0.031,0.0840,0
met5,0,0,-
## cells in the final DEF, fill, tap and decap left out, types with 8 or more instances in the layout
cell type          n
a211o_1           11
a211oi_1          21
a21o_1            19
a21oi_1           79
a31oi_1           24
and3_1            16
buf_4             11
clkdlybuf4s50_1   40
dfxtp_1           16
ha_1              61
inv_1             41
mux2i_1           11
nand2_1          111
nand2b_1          11
nand3_1           44
nand4_1           16
nor2_1            65
nor2b_1           11
nor3_1            33
nor4_1            10
o211ai_1          19
o21ai_0           62
o221ai_1           9
o22ai_1            9
o31ai_1           10
o32ai_1            8
or3_1             11
xnor2_1           28
## cell usage after synthesis, types with 16 or more instances
master,count
clkbuf_1,27
a31oi_1,24
nand3_1,44
xnor2_1,28
o21ai_0,62
buf_2,23
and3_1,16
a21o_1,19
nand4_1,16
a211oi_1,21
ha_1,61
nor3_1,33
nand2_1,111
nor2_1,65
a21oi_1,79
dfxtp_1,16
inv_1,41
o211ai_1,19
No activity file was given, so power comes from the tool's default toggle rates.
